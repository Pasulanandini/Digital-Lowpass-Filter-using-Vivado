$ cat design/flow/run.sh
#!/bin/bash
# OpenROAD 26Q1-2900-gdf79404cd8, Yosys 0.63+post, stock flow scripts
make -C /OpenROAD-flow-scripts/flow DESIGN_CONFIG=/design/flow/config.mk WORK_HOME=/design/flow/orfs finish
$ cat design/flow/config.mk
export PLATFORM = sky130hd
export DESIGN_NAME = fir_filter_structural
export DESIGN_NICKNAME = fir_filter_structural
export VERILOG_FILES = /design/flow/design.v
export SDC_FILE = /design/flow/constraint.sdc
export NUM_CORES = 4
export LEC_CHECK = 1
export CORE_UTILIZATION = 50
$ cat design/flow/constraint.sdc
current_design fir_filter_structural

set clk_period 16.3
set clk_io_pct 0.2

create_clock -name clk0 -period $clk_period [get_ports {clk}]

set non_clock_inputs [all_inputs -no_clocks]
set_input_delay [expr $clk_period * $clk_io_pct] -clock clk0 $non_clock_inputs
set_output_delay [expr $clk_period * $clk_io_pct] -clock clk0 [all_outputs]
$ cat design/flow/design.v
`timescale 1ns / 1ps
module adder (
    input signed [31:0] a,
    input signed [31:0] b,
    output signed [31:0] sum
);
    assign sum = a + b;
endmodule
`timescale 1ns / 1ps
module fir_filter_structural (
    input clk,
    input rst,
    input signed [15:0] x_in,
    output signed [31:0] y_out
);
    wire signed [15:0] x0, x1, x2;
    wire signed [31:0] mul0, mul1, mul2;
    wire signed [31:0] sum0, sum1;
    wire signed [15:0] coeffs[0:2];
    assign coeffs[0] = 16'h1ACF;  
    assign coeffs[1] = 16'h4A83;  
    assign coeffs[2] = 16'h1ACF;  
    shift_register shift_inst (
        .clk(clk),
        .rst(rst),
        .data_in(x_in),
        .data_out0(x0),
        .data_out1(x1),
        .data_out2(x2)
    );
    multiplier mul0_inst (.a(x0), .b(coeffs[0]), .product(mul0));
    multiplier mul1_inst (.a(x1), .b(coeffs[1]), .product(mul1));
    multiplier mul2_inst (.a(x2), .b(coeffs[2]), .product(mul2));
    adder add0_inst (.a(mul0), .b(mul1), .sum(sum0));
    adder add1_inst (.a(sum0), .b(mul2), .sum(sum1));
    assign y_out = sum1;
endmodule  
`timescale 1ns / 1ps
module multiplier (
    input signed [15:0] a,
    input signed [15:0] b,
    output signed [31:0] product
);
    assign product = a * b;
endmodule
`timescale 1ns / 1ps
module shift_register (
    input clk,
    input rst,
    input signed [15:0] data_in,
    output reg signed [15:0] data_out0,
    output reg signed [15:0] data_out1,
    output reg signed [15:0] data_out2
);
    reg signed [15:0] shift_reg[0:2];
    integer i;
    always @(posedge clk or posedge rst) begin
        if (rst) begin
            for (i = 0; i < 3; i = i + 1)
                shift_reg[i] <= 0;
        end else begin
            shift_reg[2] <= shift_reg[1];
            shift_reg[1] <= shift_reg[0];
            shift_reg[0] <= data_in;
        end
    end
    always @(*) begin
        data_out0 = shift_reg[0];
        data_out1 = shift_reg[1];
        data_out2 = shift_reg[2];
    end
endmodule
==> changes_impl.md <==
### Implementation results

* Run status: finished, final reports clean
* Worst R2R End: shift_inst.shift_reg[2][10]$_DFF_PP0_
* Clock root buffer: clkbuf_16
* Buffers from clock root to sink, at most at 2
* Cell with the largest stage delay on the worst path: dfrtp_1
* Largest net degree at the start of global routing at 43
* GRT overflow at 0
* Number of enable-type register cells in the synthesized netlist at 0
* I/O pin count at 50
* Final setup violating endpoints at 0
* CTS H-tree depth at 2
* Number of cells after detailed placement at ~2000
* Source of the worst hold timing path: shift_inst.shift_reg[0][1]$_DFF_PP0_
* Clock insertion delay at the later pin of the skew report at between 0.3 and 0.4 ns
* Start of the worst register-to-register path: shift_inst.shift_reg[1][10]$_DFF_PP0_
* Data arrival, critical path at ~8.2 ns
* Clock tree from TritonCTS: yes
* Number of standard-cell rows in the floorplan at 66
* Stage-log warning count at 43
* Worst min-delay path class: reg2reg
* Worst setup slack before clock tree synthesis at approximately 5.3 ns
* Capture endpoint of the worst hold path: shift_inst.shift_reg[1][1]$_DFF_PP0_
* IO Port Bufs at between 40 and 50
* DRC errors left at 0
* # clock sinks at 48
* CP max stage delay at 0.60 ns
* Series of cell instances along the critical path: inv_1 -> fa_1 -> inv_1 -> fa_1 -> fa_1 -> inv_1 -> fa_1 -> inv_1 -> fa_1 -> inv_1 -> fa_1 -> fa_1 -> fa_1 -> fa_1 -> inv_1 -> ha_1 -> and4_1 -> nand2_1 -> o2bb2ai_1 -> o21ai_1 -> a21o_1 -> a32oi_1 -> xnor2_1 -> clkdlybuf4s50_1
* DR vias at about 9800
* Required time of the worst setup path at 13.04 ns
* Transition time at the pin with the least slew margin at between 0.7 and 0.8 ns
* Number of stages on the worst hold path at 0
* Most frequent cells in the layout: inv_1 (563), fa_1 (392), ha_1 (306)
* Area of the mapped netlist at 16500 sq um
* Detailed Place HPWL at 34.33 mm
* CTS clock-pin slew for the worst setup and hold paths at 0.08 ns
* Dominant cell type by count on the critical path: fa_1
* Number of max-slew violations in the final report at 0
* Final Critical Period at between 10 and 15 ns
* Area of the core at approximately 33000 sq um
* First-pass GRT wire length at 64.12 mm
* Number of inserted diodes at 0
* Floorplan core density at 0.5072
* Worst Slack Setup Final at 4.891 ns
* Final Core Density at 0.5456
* Mean number of vias per cell at 4.839
* Asr flop ratio synth at 1.000
* Setup CP Type: reg2out
* Initial DRC Count at between 200 and 300
* Number of cells in the yosys synthesis report at 1534
* Share of the clock period used by the worst path after layout at 0.6999
* Unrepaired setup endpoints after global routing: false
* Detail Route Antenna Nets at 0
* Number of gates resized after CTS at 0
* Top cell excl fill/tap: inv_1
* DR pass1 iterations at 6
* Antenna violations before repair at 0
* Number of buffers inserted by post-CTS setup repair at 0
* Number of flip-flops under the largest register name at 48
* Critical path endpoint category: output pin
* Relative area change from synthesis to final layout at 7.566%
* Final Hold Slack at 0.4811 ns
* Largest fanout on the critical path at 9
* Seq share, synth at 0.07278
* Share of cells above drive strength 1 at 0.01758
* Routability cong. at about 0.97
* Worst r2r path cells at 0
* Worst reg-to-reg setup slack at 15.29 ns
* CP Launch Type: flop
* #FFs+latches synth at 48
* Post-synthesis chip area from yosys at between 15000 and 20000 sq um
* Cts bufs inserted at 5
* Number of different library cells in the post-synthesis netlist at between 50 and 60
* Worst-case clock skew at 0.01216 ns
* Wirelength, routed at 38.49 mm
* Sum Neg Setup Slack at 0 ns
* Layout Cells excl Fill at 2035
* Overall die width at roughly 180 um
* Tally of max-capacitance violations at 0
* Synthesized instance count at 1534
* CTS Hold Bufs at 0
* Slew margin rel. at 0.5118
* Final count of hold timing violations at 0
* Die outline area at around 34000 sq um
* Flip-flop cell with the highest count after synthesis: dfrtp_1
* Number of global-route vias before repair at 11310
* Vert. Die Dim at between 150 and 200 um
* Maximum operating frequency at roughly 0.088 GHz
* Mean Syn Cell Area at 10.76 sq um
* Synth Warn # at 3
* Routed wire length per instance at roughly 19 um
* Overall fraction of global-route tracks in use at 0.2778
synthesized netlist by cell type (2+ instances only):
cell type | number | share of area
o21ai_0 | 13 | 0.0039
o31a_1 | 2 | 0.0011
a21o_1 | 7 | 0.0032
mux2i_1 | 10 | 0.0061
or2_2 | 2 | 0.00076
o21ai_1 | 2 | 0.00061
and2_1 | 5 | 0.0019
nand4_1 | 2 | 0.00076
nand2_1 | 20 | 0.0045
nor2b_1 | 5 | 0.0019
o21bai_1 | 3 | 0.0014
o21ai_2 | 2 | 0.0011
o21a_1 | 9 | 0.0041
nor3_1 | 7 | 0.0021
ha_1 | 306 | 0.23
clkbuf_1 | 2 | 0.00046
xnor2_1 | 30 | 0.016
xor2_1 | 11 | 0.0058
nand3_1 | 5 | 0.0015
a21oi_1 | 26 | 0.0079
nor2_1 | 21 | 0.0048
a2bb2oi_1 | 2 | 0.0011
dfrtp_1 | 48 | 0.073
and3_1 | 3 | 0.0011
o211ai_1 | 3 | 0.0014
a211oi_1 | 4 | 0.0018
fa_1 | 392 | 0.48
a31oi_1 | 2 | 0.00076
nand2b_1 | 3 | 0.0011
inv_1 | 564 | 0.13
logic make-up (layout without fill, tap and decap cells):
| group | after synthesis | after routing | synth area share |
|---|---|---|---|
| multiplexers | 10 | 10 | 0.006065 |
| buffers and inverters | 568 | 627 | 0.1297 |
| adder cells (fa/ha/maj) | 698 | 698 | 0.7075 |
| XOR/XNOR | 41 | 41 | 0.02176 |
| flip-flops | 48 | 48 | 0.07278 |
| AND-OR/OR-AND | 90 | 90 | 0.03882 |
| AND/OR/NAND/NOR | 79 | 79 | 0.02335 |
cell type report:
type,count,area (sq um)
clock buffers,7,152.6
flip-flops and latches,48,1202
multi-input cells,918,13160
clock inverters,1,30.03
inverters,564,2117
fillers,2879,14780
well taps,442,553.0
repair buffers,55,535.5
worst max-delay path: cells and delay by family, from the launching register on:
family | cells | cell delay (ns)
flops | 1 | 0.60
xor+xnor | 1 | 0.15
compound gates | 4 | 0.91
buf+inv | 7 | 0.89
simple gates | 2 | 0.37
fa+ha+maj | 10 | 4.92
how the worst max path moves through the flow:
| stage | startpoint | end | slack, ns |
|---|---|---|---|
| after CTS | shift_inst.shift_reg[2][13]$_DFF_PP0_ | y_out[31] | 4.89 |
| after global routing | shift_inst.shift_reg[2][14]$_DFF_PP0_ | y_out[31] | 4.59 |
| final | shift_inst.shift_reg[2][13]$_DFF_PP0_ | y_out[31] | 4.89 |
per-layer routing:
| metal | track usage | wire [um] |
|---|---|---|
| met1 | 0.4471 | 17370 |
| met2 | 0.3664 | 15640 |
| met3 | 0.1500 | 4904 |
| met4 | 0.02667 | 530 |
| met5 | 0.01185 | 46 |
through the flow:
| step | cell area, sq um |
|---|---|
| 5_1_grt | 17750 |
| 3_3_place_gp | 17570 |
| 2_1_floorplan | 16500 |
| 4_1_cts | 17750 |
| 3_5_place_dp | 17570 |
| 6_report | 17750 |
